--- /design/flow/run.sh ---
#!/bin/bash
# OpenROAD 26Q1-2900-gdf79404cd8, Yosys 0.63+post, stock flow scripts
make -C /OpenROAD-flow-scripts/flow DESIGN_CONFIG=/design/flow/config.mk WORK_HOME=/design/flow/orfs finish
--- /design/flow/config.mk ---
export PLATFORM = sky130hd
export DESIGN_NAME = maxController
export DESIGN_NICKNAME = maxController
export VERILOG_FILES = /design/flow/design.v
export SDC_FILE = /design/flow/constraint.sdc
export NUM_CORES = 4
export LEC_CHECK = 1
export CORE_UTILIZATION = 30
--- /design/flow/constraint.sdc ---
current_design maxController

set clk_period 32.0
set clk_io_pct 0.2

create_clock -name clk0 -period $clk_period [get_ports {clk}]

set non_clock_inputs [all_inputs -no_clocks]
set_input_delay [expr $clk_period * $clk_io_pct] -clock clk0 $non_clock_inputs
set_output_delay [expr $clk_period * $clk_io_pct] -clock clk0 [all_outputs]
--- /design/flow/design.v ---
module maxAccelerator(input clk, input reset, input [31:0] dataIn,
                      input dataValid, output [31:0] dataOut);
  reg [1:0] count;
  reg [31:0] max;
  assign dataOut = max;
  always @(posedge clk, negedge reset) begin
    if (!reset) begin
      max = 32'b0;
      count = 2'b0;
    end
    else if (dataValid) begin
      if (count == 2'b0)
        max <= dataIn;  
      else if ((dataIn[31] == max[31]) && dataIn > max)
        max <= dataIn;  
      else if (!dataIn[31] && max[31])
        max <= dataIn;  
      count <= count + 1'b1;
    end
  end
endmodule
module maxController(input clk, input reset,
                    output slave_waitrequest,
                    input [2:0] slave_address,
                    input slave_read, output [31:0] slave_readdata,
                    input slave_write, input [31:0] slave_writedata,
                    input master_waitrequest,
                    output [31:0] master_address,
                    output master_read, input [31:0] master_readdata,
                    output master_write, output [31:0] master_writedata);
  reg [31:0] masterAddress, slaveReadData;
  reg load0, load1, load2, load3, load4, dataValid, masterRead, masterWrite, slaveWaitRequest, waiter;
  wire [31:0] word0, word1, word2, word3, word4;
  reg [7:0] numRows, numCols, numLayer, numOps;
  reg [2:0] presentState, nextState;
  wire [63:0] opsPerLayer;
  assign opsPerLayer = (word4 >>> 1) * (word4 >>> 1);
  assign master_address = masterAddress * 3'b100;  
  assign master_read = masterRead;
  assign master_write = masterWrite;
  assign slave_waitrequest = slaveWaitRequest;
  assign slave_readdata = slaveReadData;
  maxReg32 maxReg0(clk, reset, load0, slave_writedata, word0);  
  maxReg32 maxReg1(clk, reset, load1, slave_writedata, word1);  
  maxReg32 maxReg2(clk, reset, load2, slave_writedata, word2);  
  maxReg32 maxReg3(clk, reset, load3, slave_writedata, word3);  
  maxReg32 maxReg4(clk, reset, load4, slave_writedata, word4);  
  maxAccelerator maxAcc(clk, reset, master_readdata, dataValid, master_writedata);
  always @(*) begin
    load0 = 1'b0; load1 = 1'b0; load2 = 1'b0; load3 = 1'b0; load4 = 1'b0;
    slaveReadData = 32'b0;
    if (slave_write) begin
      case (slave_address)
        3'b000: load0 = 1'b1;
        3'b001: load1 = 1'b1;
        3'b010: load2 = 1'b1;
        3'b011: load3 = 1'b1;
        3'b100: load4 = 1'b1;
        default:;
      endcase
    end
    else if (slave_read) begin
      case (slave_address)
        3'b000: slaveReadData = word0;
        3'b001: slaveReadData = word1;
        3'b010: slaveReadData = word2;
        3'b011: slaveReadData = word3;
        3'b100: slaveReadData = word4;
        default: slaveReadData = 32'b0;
      endcase
    end
  end
  always @(*) begin
    slaveWaitRequest = 1'b1;
    masterRead = 1'b0;
    masterWrite = 1'b0;
    masterAddress = 32'b0;
    dataValid = 1'b0;
    case (presentState)
      3'b000: begin
        slaveWaitRequest = 1'b0;
        if (load0)
          nextState = 3'b101;
        else
          nextState = 3'b000;
      end
      3'b001: begin
        masterAddress = word1 + (numCols + 1'b1) + numRows * word4 + numLayer * word4 * word4;
        masterRead = 1'b1;
        nextState = 3'b010;
        if (waiter)
          dataValid = 1'b1;
      end
      3'b010: begin
        masterAddress = word1 + numCols + (numRows + 1'b1) * word4 + numLayer * word4 * word4;
        masterRead = 1'b1;
        nextState = 3'b011;
        if (waiter)
          dataValid = 1'b1;
      end
      3'b011: begin
        masterAddress = word1 + (numCols + 1'b1) + (numRows + 1'b1) * word4 + numLayer * word4 * word4;
        masterRead = 1'b1;
        nextState = 3'b100;
        if (waiter)
          dataValid = 1'b1;
      end
      3'b100: begin
        masterAddress = word2 + numOps;
        masterWrite = 1'b1;
        if (numOps >= opsPerLayer * word3)
          nextState = 3'b000;
        else
          nextState = 3'b101;
      end
      3'b101: begin
        masterAddress = word1 + numCols + numRows * word4 + numLayer * word4 * word4;
        masterRead = 1'b1;
        nextState = 3'b001;
        if (waiter)
          dataValid = 1'b1;
      end
      default: nextState = 3'b000;
    endcase
  end
  always @(posedge clk, negedge reset) begin
    if (!reset) begin
      waiter = 1'b0;
      numRows = 8'b0;
      numCols = 8'b0;
      numLayer = 8'b0;
      numOps = 8'b0;
      presentState = 3'b000;
    end
    else begin
      if (nextState == 3'b101 && presentState != 3'b000) begin
        numCols = numCols + 2'b10;
        numOps = numOps + 1'b1;
        if (numCols >= word4) begin
          numRows = numRows + 2'b10;
          numCols = 8'b0;
          if (numRows >= word4) begin
            numLayer = numLayer + 1'b1;
            numRows = 8'b0;
          end
        end
      end
      if (nextState == 3'b000) begin
        numRows = 8'b0;
        numCols = 8'b0;
        numLayer = 8'b0;
        numOps = 8'b0;
      end
      if (!master_waitrequest || presentState == 3'b000) begin
        if (waiter)
          presentState <= nextState;
        waiter = waiter + 1'b1;
      end
    end
  end
endmodule
module maxReg32(input clk, input reset, input load,
            input [31:0] in, output [31:0] out);
  reg [31:0] currVal;
  assign out = currVal;
  always @(posedge clk, negedge reset) begin
    if (reset == 1'b0)
      currVal <= 32'b00000000000000000000000000000000;
    else if (load == 1'b1)
      currVal <= in;
    else
      currVal <= out;
  end
endmodule
==> results.json <==
{
  "status": "complete, no violations",
  "cts_root_buf": "clkbuf_16",
  "top_area_cell": "fa_1",
  "holdPathEnd": "maxAcc.count[0]",
  "cts_setup_buffers": 0,
  "grt_pass1_vias": 101259,
  "yosysChipArea_um2": 125000,
  "crit_type": "reg -> out",
  "yosysWarningCount": 3,
  "core_um2": 413000,
  "path_clk_slew_ns": 0.06,
  "avgSynthCellArea_um2": 8.92,
  "worstHoldStart": "maxAcc.count[0]",
  "crit_required_ns": 25.60,
  "area_delta_synth_final_pct": 7.67,
  "cts_tree": "done",
  "port_buffers": 168,
  "avgViaCountPerCell": 4.76,
  "worstReg2RegStart": "maxReg4.currVal[10]",
  "top_cell_area_share": 0.481,
  "cts-resized-gates": 0,
  "insertion_delay_ns": 0.62,
  "warnings": 35,
  "slowest_stage": "dfrtp_2",
  "min_path_type": "reg -> reg",
  "drtIter0Drc": 4703,
  "r2r-end": "numLayer[1]",
  "rrSetupSlack_ns": 10.56,
  "die_y_um": 646,
  "vias": 91733,
  "post-route-min-period_ns": 22.70,
  "synth.most_common_cell": "inv_1",
  "cts_hold_buf": 0,
  "floorplanUtilization": 0.301,
  "cts.path.max_buffers": 3,
  "cp-end-kind": "output pin",
  "final_layout_size_suffix_gt1_frac": 0.0424,
  "min_path_cells": 1,
  "totalWireLength_um": 400000,
  "postSynthSeqShare": 0.0458,
  "setup_tns_ns": 0,
  "skew_ns": 0.0253,
  "reg2regPathDepth": 61,
  "grt.total_usage": 0.208,
  "antenna_found_initial": 15,
  "drv_slew": 0,
  "yosys-top-cells-area": "fa_1, inv_1, ha_1",
  "flop_cell": "dfrtp_1",
  "max_freq_mhz": 44.0,
  "cts_sinks": 228,
  "chipArea_um2": 418000,
  "row_count": 236,
  "start_kind": "flop",
  "worst_pin_slew_ns": 1.14,
  "synthCells": 13960,
  "hold_ws_ns": 0.475,
  "overflow": 0,
  "max_stage_delay_ns": 0.71,
  "yosys_cells": 13960,
  "critical_path_peak_fanout": 32,
  "syn_area_um2": 125000,
  "gp_congestion": 0.994,
  "hold_viol": 0,
  "drc": 0,
  "place_hpwl_um": 314000,
  "cts_made_buffers": 30,
  "die_w_um": 646,
  "async_flop_share": 1.00,
  "cp.arrival_ns": 16.30,
  "io-pin-count": 171,
  "grt_max_degree": 64,
  "yosysUniqueCellTypes": 91,
  "wl_per_cell_um": 20.7,
  "fill_cells": 42582,
  "slew_headroom": 0.231,
  "grt_pass1_wl_um": 622000,
  "setup_viol": 0,
  "synthTopCellsByCount": "inv_1, fa_1, nand2_1, and2_1, ha_1",
  "rsz0062_at_grt": "no",
  "ant_nets": 0,
  "drt-pass1-iter-count": 6,
  "fin_crit_sh": 0.709,
  "htree_levels": 1,
  "ys.flops": 228,
  "edf_count": 0,
  "drv_cap": 0
}
[worst max-delay path: cells and delay by family (launching register included)]
kind / cells / cell delay (ns)
compound gates: 12 / 2.64
xor+xnor: 17 / 4.71
fa+ha+maj: 13 / 5.61
buf+inv: 4 / 1.18
flops: 1 / 0.71
simple gates: 5 / 0.80
[per-layer routing]
metal / GRT usage / routed length, um / share of wire / up-vias
met3: 0.110 / 52400 / 0.13 / 661
li1: - / - / - / 40606
met1: 0.256 / 148000 / 0.37 / 46517
met4: 0.0695 / 17400 / 0.044 / 16
met5: 0.0106 / 653 / 0.0016 / -
met2: 0.317 / 182000 / 0.45 / 3933
[cells in the final DEF, fill, tap and decap left out, drive strengths merged, types with 17 or more instances in the layout]
master	count
xor2	147
and3	64
mux2i	46
nor2b	65
conb	26
ha	867
nand4	38
inv	3455
dfrtp	228
a211oi	17
a31oi	28
nand3	87
clkbuf	42
o21ai	200
a21o	137
nand2	1788
and2	1100
a21oi	402
xnor2	359
nand2b	69
mux2	130
a22oi	42
nor4	18
nor3	78
nor2	471
fa	2990
o22ai	30
o21bai	100
or3	20
buf	274
clkdlybuf4s50	166
o211ai	19
o21a	37
[registers in the layout, summed over array words and instances (netlist names), 8 cells and up]
register,count
maxReg1.currVal,32
numOps,8
maxAcc.max,32
maxReg3.currVal,32
numLayer,8
maxReg4.currVal,32
maxReg0.currVal,32
maxReg2.currVal,32
[cells by family after synthesis]
group | count (synthesis) | share of synthesized area
xor gates and xnor gates | 521 | 0.0385
DFF | 228 | 0.0458
muxes | 176 | 0.0155
buffers and inverters | 4153 | 0.126
and+or+nand+nor | 3857 | 0.147
AOI/OAI and AO/OA | 1166 | 0.0594
other | 2 | 0.0000603
adders and majority gates | 3857 | 0.568
[layout make-up]
class / count / area (um^2) / area share
clock buffers: 42 / 897 / 0.00669
repair buffers: 440 / 3720 / 0.0278
flip-flops and latches: 228 / 5770 / 0.0430
inverters: 3463 / 13000 / 0.0969
multi-input cells: 9603 / 104000 / 0.773
clock inverters: 11 / 148 / 0.00110
diodes: 10 / 25.0 / 0.000187
well taps: 5474 / 6850 / 0.0511
[worst max path at each step]
stage / start / end / slack (ns) / cells past startpoint
after CTS: maxReg4.currVal[0] / master_address[31] / 9.23 / 51
after global routing: maxReg4.currVal[4] / master_address[31] / 8.40 / 49
final: maxReg4.currVal[0] / master_address[31] / 9.30 / 51
[per-stage QoR]
step / std cells / area, um^2 / utilization / setup WS, ns
6_report: 19271 / 134000 / 0.325 / 9.30
5_1_grt: 19263 / 134000 / 0.325 / 8.40
4_1_cts: 19261 / 134000 / 0.325 / 9.23
3_5_place_dp: 19208 / 133000 / 0.322 / 9.96
3_3_place_gp: 19208 / 133000 / 0.322 / 10.04
2_1_floorplan: 13984 / 125000 / - / 12.34

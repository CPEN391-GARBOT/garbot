**flow/run.sh**
```bash
#!/bin/bash
# OpenROAD 26Q1-2900-gdf79404cd8, Yosys 0.63+post, stock flow scripts
make -C /OpenROAD-flow-scripts/flow DESIGN_CONFIG=/design/flow/config.mk WORK_HOME=/design/flow/orfs finish
```
**flow/config.mk**
```make
export PLATFORM = sky130hd
export DESIGN_NAME = denseController
export DESIGN_NICKNAME = denseController
export VERILOG_FILES = /design/flow/design.v
export SDC_FILE = /design/flow/constraint.sdc
export NUM_CORES = 4
export LEC_CHECK = 1
export CORE_UTILIZATION = 30
```
**flow/constraint.sdc**
```tcl
current_design denseController

set clk_period 15.1
set clk_io_pct 0.2

create_clock -name clk0 -period $clk_period [get_ports {clk}]

set non_clock_inputs [all_inputs -no_clocks]
set_input_delay [expr $clk_period * $clk_io_pct] -clock clk0 $non_clock_inputs
set_output_delay [expr $clk_period * $clk_io_pct] -clock clk0 [all_outputs]
```
**flow/design.v**
```verilog
module denseAccelerator(input clk, input reset, input [31:0] dataIn,
                        input dataValid, input [31:0] length,
                        output [31:0] dataOut);
  wire [1:0] present_state;
  wire loadAct, loadWeight;
  wire signed [31:0] outWeight, outAct;
  reg signed [63:0] product;
  reg signed [31:0] shifted_product, sum;
  assign dataOut = sum;
  assign outWeight = dataIn;
  denseReg32 activation(clk, reset, loadAct, dataIn, outAct);
  SM sm(clk, reset, dataValid, length, loadAct, loadWeight, present_state);
  always @(posedge clk, negedge reset) begin
    if (!reset) begin
      product = 64'b0;
      shifted_product = 32'b0;
      sum = 32'b0;
    end
    else begin
      if (present_state == 2'b00) begin
        product = 64'b0;
        shifted_product = 32'b0;
        sum = 32'b0;
      end
      else if (present_state == 2'b10) begin
        product = outAct * outWeight;
        shifted_product = product >>> 24;
        sum = sum + shifted_product;
      end
      else if (present_state == 2'b11)
        sum = sum + dataIn;
    end
  end
endmodule
module SM (input clk, input reset, input dataValid, input [31:0] length,
            output loadA, output loadW, output [1:0] state);
  reg loadAct, loadWeight;
  reg [1:0] next_state, present_state;
  reg [31:0] count;
  assign state = present_state;
  assign loadA = loadAct;
  assign loadW = loadWeight;
  always @(posedge clk, negedge reset) begin
    if (!reset) begin
      present_state = 2'b00;
      count = 32'b0001;
    end
    else begin
      if (next_state == 2'b01 && present_state == 2'b10)
        count = count + 1'b1;
      else if (next_state == 2'b00)
        count = 32'b0001;
      present_state = next_state;
    end
  end
  always @(*) begin
    case(present_state)
      2'b00: begin
        loadAct = 1'b0;
        loadWeight = 1'b0;
        if (dataValid)
          next_state = 2'b01;
        else
          next_state = 2'b00;
      end
      2'b01: begin
        loadAct = 1'b1;
        loadWeight = 1'b0;
        if (dataValid)
          next_state = 2'b10;
        else
          next_state = 2'b01;
      end
      2'b10: begin
        loadAct = 1'b0;
        loadWeight = 1'b1;
        if (dataValid)
          if (count == length)
            next_state = 2'b11;
          else
            next_state = 2'b01;
        else
          next_state = 2'b10;
      end
      2'b11: begin
        loadAct = 1'b0;
        loadWeight = 1'b0;
        if (dataValid)
          next_state = 2'b00;
        else
          next_state = 2'b11;
      end
      default: begin
      end
    endcase
  end
endmodule
module denseReg32(input clk, input reset, input load,
            input [31:0] in, output [31:0] out);
  reg [31:0] currVal;
  assign out = currVal;
  always @(posedge clk, negedge reset) begin
    if (reset == 1'b0)
      currVal <= 32'b00000000000000000000000000000000;
    else if (load == 1'b1)
      currVal <= in;
    else
      currVal <= out;
  end
endmodule
module vDFF(clk,D,Q);
  parameter n=1;
  input clk;
  input [n-1:0] D;
  output [n-1:0] Q;
  reg [n-1:0] Q;
  always @(posedge clk)
    Q <= D;
endmodule
module denseController(input clk, input reset,
                    output slave_waitrequest,
                    input [2:0] slave_address,
                    input slave_read, output [31:0] slave_readdata,
                    input slave_write, input [31:0] slave_writedata,
                    input master_waitrequest,
                    output [31:0] master_address,
                    output master_read, input [31:0] master_readdata,
                    output master_write, output [31:0] master_writedata);
  reg [31:0] masterAddress, slaveReadData;
  reg load0, load1, load2, load3, load4, load5, dataValid, masterRead,
      masterWrite, slaveWaitRequest, waiter;
  wire [31:0] word0, word1, word2, word3, word4, word5, denseOut;
  reg [11:0] numCols, numRows;
  reg [2:0] presentState, nextState;
  assign master_address = masterAddress * 3'b100;  
  assign master_read = masterRead;
  assign master_write = masterWrite;
  assign slave_waitrequest = slaveWaitRequest;
  assign slave_readdata = slaveReadData;
  assign master_writedata = denseOut[31] ? 32'b0 : denseOut;  
  denseReg32 denseReg0(clk, reset, load0, slave_writedata, word0);  
  denseReg32 denseReg1(clk, reset, load1, slave_writedata, word1);  
  denseReg32 denseReg2(clk, reset, load2, slave_writedata, word2);  
  denseReg32 denseReg3(clk, reset, load3, slave_writedata, word3);  
  denseReg32 denseReg4(clk, reset, load4, slave_writedata, word4);  
  denseReg32 denseReg5(clk, reset, load5, slave_writedata, word5);  
  denseAccelerator denseAcc(clk, reset, master_readdata, dataValid, word5, denseOut);
  always @(*) begin
    load0 = 1'b0; load1 = 1'b0; load2 = 1'b0; load3 = 1'b0; load4 = 1'b0; load5 = 1'b0;
    slaveReadData = 32'b0;
    if (slave_write) begin
      case (slave_address)
        3'b000: load0 = 1'b1;
        3'b001: load1 = 1'b1;
        3'b010: load2 = 1'b1;
        3'b011: load3 = 1'b1;
        3'b100: load4 = 1'b1;
        3'b101: load5 = 1'b1;
        default: ;
      endcase
    end
    else if (slave_read) begin
      case (slave_address)
        3'b000: slaveReadData = word0;
        3'b001: slaveReadData = word1;
        3'b010: slaveReadData = word2;
        3'b011: slaveReadData = word3;
        3'b100: slaveReadData = word4;
        3'b101: slaveReadData = word5;
        default: slaveReadData = 32'b0;
      endcase
    end
  end
  always @(*) begin
    slaveWaitRequest = 1'b1;
    masterRead = 1'b0;
    masterWrite = 1'b0;
    masterAddress = 32'b0;
    dataValid = 1'b0;
    case (presentState)
      3'b000: begin
        slaveWaitRequest = 1'b0;
        if (load0)
          nextState = 3'b001;
        else
          nextState = 3'b000;
      end
      3'b001: begin
        if (waiter)
          dataValid = 1'b1;
        nextState = 3'b010;
      end
      3'b010: begin
        masterRead = 1'b1;
        if (waiter)
          dataValid = 1'b1;
        if (numCols < word5) begin
          masterAddress = word2 + numCols + numRows * word5;
          nextState = 3'b011;
        end
        else begin
          masterAddress = word1 + numRows;
          nextState = 3'b100;
        end
      end
      3'b011: begin
        masterAddress = word3 + numCols;
        masterRead = 1'b1;
        if (waiter)
          dataValid = 1'b1;
        nextState = 3'b010;
      end
      3'b100: begin
        masterAddress = word4 + numRows;
        masterWrite = 1'b1;
        if (numRows + 1'b1 < word5) begin
          if (waiter)
            dataValid = 1'b1;
          nextState = 3'b101;
        end
        else begin
          dataValid = 1'b0;
          nextState = 3'b000;
        end
      end
      3'b101: begin
        masterAddress = word2 + numCols + numRows * word5;
        masterRead = 1'b1;
        if (waiter)
          dataValid = 1'b1;
        nextState = 3'b011;
      end
      default: nextState = 3'b000;
    endcase
    if (master_waitrequest)
      dataValid = 1'b0;
  end
  always @(posedge clk, negedge reset) begin
    if (!reset) begin
      waiter = 1'b0;
      numRows = 12'b0;
      numCols = 12'b0;
      presentState = 3'b000;
    end
    else begin
      if (nextState == 3'b101) begin
        numRows = numRows + 1'b1;
        numCols = 12'b0;
      end
      if (nextState == 3'b010 && presentState == 3'b011)
        numCols = numCols + 1'b1;
      if (nextState == 3'b000) begin
        numRows = 12'b0;
        numCols = 12'b0;
      end
      if (!master_waitrequest || presentState == 3'b000)
        if (waiter)
          presentState <= nextState;
        waiter = waiter + 1'b1;
    end
  end
endmodule
```
==> impl_report.txt <==
PHYSICAL IMPLEMENTATION REPORT
----------------------------------------------------
[Outcome]
  Status ........................ finished, final reports clean

[Yosys]
  Cell with the most instances after synthesis ........................ sky130_fd_sc_hd__fa_1
  Dominant cells by area after synthesis ........................ sky130_fd_sc_hd__fa_1 39%, sky130_fd_sc_hd__dfrtp_1 13%, sky130_fd_sc_hd__ha_1 7.3%, sky130_fd_sc_hd__inv_1 6.9%, sky130_fd_sc_hd__and2_1 5.9%
  Cell type with the largest total area after synthesis ........................ sky130_fd_sc_hd__fa_1
  Number of synthesized register bits ........................ 323
  Synthesized cell area ........................ 63400 µm²
  Chip area estimate from yosys synthesis ........................ 63400 µm²
  Number of standard cells after synthesis ........................ 6737
  Most frequent cells after synthesis ........................ 1242 x sky130_fd_sc_hd__fa_1, 1170 x sky130_fd_sc_hd__inv_1, 843 x sky130_fd_sc_hd__nand2_1
  Flip-flop cell with the highest count after synthesis ........................ sky130_fd_sc_hd__dfrtp_1
  Average size of a mapped cell ........................ 9.41 µm²
  Cell Type Count ........................ 82
  Proportion of register bits with asynchronous set or reset after synthesis ........................ 100%
  Yosys top cell area share ........................ 39.2%
  Share of synthesized area occupied by flip-flops and latches ........................ 12.8%
  EDFF count, synth ........................ 0
  Cell count in the Yosys report ........................ 6737
  Number of synthesis warnings ........................ 4

[STA]
  Final Hold Viols ........................ 0
  Slew Limit Fails ........................ 0
  Rel. slew slack ........................ 40.3%
  Fin Clk Skew ........................ 0.0623 ns
  Final setup vio count ........................ 0
  Min cycle time layout ........................ 13.41 ns
  Tcrit/Tclk final ........................ 88.8%
  Final hold slack ........................ 0.473 ns
  Sum of negative setup slack ........................ 0 ns
  Peak Freq ........................ 0.0746 GHz
  Slew of the pin with the lowest slew margin ........................ 0.873 ns
  Setup repair after global routing missed its margin ........................ no

[GRT]
  Pin count of the biggest net entering global routing ........................ 60
  Via count of the first global-routing pass ........................ 50.3k
  First-pass GRT wire length ........................ 300 mm
  Total global routing overflow ........................ 0
  Initial antenna violation count ........................ 2
  Total track usage ........................ 19.2%

[Route]
  Detailed-router iteration count before antenna repair ........................ 6
  Average via count per standard cell ........................ 4.88
  Count of antenna-violating nets left after detailed routing ........................ 0
  Drc violations ........................ 0
  Detailed Route WL ........................ 188 mm
  Via Count ........................ 46.7k
  Detailed Route Iter0 Violations ........................ 2328
  Average wire per standard cell ........................ 19.7 µm

[Hold path]
  Hold Path Class ........................ reg2reg
  Endpoint of the worst hold path ........................ waiter
  Instance count along the most critical hold path ........................ 1
  Worst Min Path Start ........................ waiter

[Placement]
  Number of port buffers ........................ 167
  Estimated wirelength of the detail-placed design ........................ 146 mm
  Placed Cells ........................ 9481
  Gpl congestion ........................ 0.969

[CTS]
  Post-CTS Repair Setup Buffers ........................ 0
  CTS hold repair buffers ........................ 0
  Clock insertion delay at the later pin of the skew report ........................ 0.67 ns
  Clock tree from TritonCTS ........................ built
  Clock buffer count from CTS ........................ 45
  Number of sinks on the clock net ........................ 323
  H-tree depth ........................ 2
  Clock transition time at the flip-flop clock pins of the worst setup and hold paths ........................ 0.06 ns
  Number of cells upsized or downsized after cts ........................ 0
  Largest buffer count on any clock path ........................ 3
  Clock Root Buffer ........................ sky130_fd_sc_hd__clkbuf_16

[Worst setup path]
  Startpoint type of the worst setup path ........................ input pin
  End of the worst register-to-register path ........................ denseAcc.sum[31]
  Worst endpoint data arrival time ........................ 13.87 ns
  Required arrival time at the worst endpoint ........................ 15.56 ns
  Slowest cell on crit path ........................ sky130_fd_sc_hd__clkdlybuf4s50_1
  Sort of element at the end of the critical path ........................ flop
  Max Fanout on Critical Path ........................ 22
  R2R setup slack ........................ 3.88 ns
  Max stage delay on crit path ........................ 0.85 ns
  Worst reg-to-reg path cell count ........................ 39
  Cell mode on critical path ........................ sky130_fd_sc_hd__fa_1
  Beginning of the worst register-to-register path ........................ denseAcc.activation.currVal[9]
  Type of the worst setup path ........................ in2reg

[Finish]
  Ratio of cells with drive above 1 in the final layout ........................ 7.19%
  Count of placed standard cells in the final layout, fillers left out ........................ 9564
  Final core utilization ........................ 33.3%
  Synth-to-Final Area Change ........................ 10.3%

[Die]
  Chip Footprint ........................ 213000 µm²
  Count of pins on the block boundary ........................ 171
  Floorplan Utilization ........................ 30.2%
  Row count ........................ 168
  Core Footprint ........................ 210000 µm²
  Die Height ........................ 462 µm
  Die X ........................ 462 µm

[Run]
  Reported max-cap violation count ........................ 0
  Number of warnings the tools reported ........................ 25

----------------------------------------------------
[cells by family after synthesis]
family / synth area share [%]
AND/OR/NAND/NOR: 15.4
multiplexers: 3.96
XOR/XNOR: 3.88
other: 0.00592
AND-OR/OR-AND: 8.26
adder cells (fa/ha/maj): 46.5
flip-flops: 12.8
buffers and inverters: 9.24
[stage by stage]
| step | setup slack, ns | area [µm²] |
|---|---|---|
| floorplan | 3.04 | 63400 |
| global placement | 1.13 | 68200 |
| detailed placement | 1.04 | 68200 |
| CTS | 1.70 | 69900 |
| global route | 0.925 | 69900 |
| finish | 1.69 | 69900 |
[critical path, delay by kind of cell]
kind	cells	cell delay (ns)
fa+ha+maj	10	4.63
compound gates	15	3.46
xor+xnor	2	0.43
buf+inv	5	1.06
simple gates	6	1.28
[state kept, by name, indices dropped and copies added (netlist names), named ones only]
signal,count
denseReg0.currVal,32
denseAcc.sm.present_state,2
numRows,12
denseReg1.currVal,32
waiter,1
presentState,6
numCols,12
denseAcc.sm.count,32
denseReg5.currVal,32
denseAcc.activation.currVal,32
denseReg4.currVal,32
denseAcc.sum,32
denseReg2.currVal,32
denseReg3.currVal,32
[worst max path at each step]
stage | startpoint | endpoint | cells past startpoint
final | master_readdata[5] | denseAcc.sum[31] | 38
after global routing | master_readdata[5] | denseAcc.sum[31] | 38
after CTS | master_readdata[5] | denseAcc.sum[31] | 38
[per-layer routing]
metal | global-route usage [%] | vias up | wire (µm)
li1 | - | 20908 | -
met1 | 25.3 | 23579 | 75100
met2 | 29.3 | 1947 | 85800
met3 | 9.19 | 246 | 22200
met4 | 4.06 | 6 | 5120
met5 | 0.271 | - | 102
[cells in the final DEF, fill, tap and decap left out, types with 52 or more instances in the layout]
master | synthesis | routed
sky130_fd_sc_hd__o21ai_0 | 126 | 126
sky130_fd_sc_hd__clkdlybuf4s50_1 | 0 | 166
sky130_fd_sc_hd__inv_1 | 1170 | 1170
sky130_fd_sc_hd__mux2_2 | 216 | 216
sky130_fd_sc_hd__buf_4 | 4 | 142
sky130_fd_sc_hd__a31oi_1 | 54 | 54
sky130_fd_sc_hd__dfrtp_1 | 320 | 319
sky130_fd_sc_hd__nor2_1 | 171 | 170
sky130_fd_sc_hd__xor2_1 | 88 | 88
sky130_fd_sc_hd__nand3_1 | 62 | 62
sky130_fd_sc_hd__a21o_1 | 97 | 97
sky130_fd_sc_hd__nand2_1 | 843 | 843
sky130_fd_sc_hd__nor2b_1 | 67 | 67
sky130_fd_sc_hd__a21oi_1 | 178 | 177
sky130_fd_sc_hd__a22oi_1 | 108 | 108
sky130_fd_sc_hd__xnor2_1 | 193 | 193
sky130_fd_sc_hd__fa_1 | 1242 | 1242
sky130_fd_sc_hd__and3_1 | 52 | 52
sky130_fd_sc_hd__ha_1 | 369 | 369
sky130_fd_sc_hd__and2_1 | 593 | 592
[cell type report]
cell class | count | area, µm²
Timing Repair Buffer | 309 | 2740
Tap cell | 2805 | 3510
Antenna cell | 2 | 5.00
Sequential cell | 323 | 8090
Clock inverter | 24 | 384
Inverter | 1172 | 4400
Clock buffer | 57 | 1250
Fill cell | 21081 | 140000
Multi-Input combinational cell | 4872 | 49500
